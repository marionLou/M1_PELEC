File: ./config.mk
export PLATFORM = sky130hd
export DESIGN_NAME = squarecase
export DESIGN_NICKNAME = squarecase
export VERILOG_FILES = /design/flow/design.v
export SDC_FILE = /design/flow/constraint.sdc
export NUM_CORES = 4
export LEC_CHECK = 1
export CORE_UTILIZATION = 40
File: ./constraint.sdc
current_design squarecase

set clk_period 2.9
set clk_io_pct 0.2

create_clock -name clk0 -period $clk_period [get_ports {clk}]

set non_clock_inputs [all_inputs -no_clocks]
set_input_delay [expr $clk_period * $clk_io_pct] -clock clk0 $non_clock_inputs
set_output_delay [expr $clk_period * $clk_io_pct] -clock clk0 [all_outputs]
File: ./design.v
module squarecase(
	input logic clk,
	input logic reset,
	input logic [10:0] Xpos, 
	input logic [9:0] Ypos,
	output logic [7:0] red,
	output logic [7:0] green,
	output logic [7:0] blue
	);
	parameter X_LIM = 1055;  
	parameter Y_LIM = 524;  
	parameter Out_length = 10'd100;
	parameter In_length = 10'd80;
	logic [20:0] L1_Out_XY0, L1_Out_XY1, L1_Out_XY2, L1_Out_XY3;
	logic [20:0] L1_In_XY0, L1_In_XY1, L1_In_XY2, L1_In_XY3;
	logic [10:0] L1_Out_x_offset, L1_In_x_offset;
	logic [9:0] L1_Out_y_offset, L1_In_y_offset;
	always_ff @(posedge clk) begin
	L1_In_x_offset <= L1_Out_x_offset + 11'd10;
	L1_In_y_offset <= L1_Out_y_offset + 10'd10;	
	L1_Out_XY0 <= {L1_Out_x_offset , L1_Out_y_offset};
	L1_Out_XY3 <= {L1_Out_x_offset , L1_Out_y_offset + Out_length};
	L1_Out_XY1 <= {L1_Out_x_offset + Out_length , L1_Out_y_offset};
	L1_Out_XY2 <= {L1_Out_x_offset + Out_length , L1_Out_y_offset + Out_length};
	L1_In_XY0 <= {L1_In_x_offset , L1_In_y_offset};
	L1_In_XY3 <= {L1_In_x_offset , L1_In_y_offset + In_length};
	L1_In_XY1 <= {L1_In_x_offset + In_length , L1_In_y_offset};
	L1_In_XY2 <= {L1_In_x_offset + In_length , L1_In_y_offset + In_length};	
	case ({Xpos,Ypos})
	{11'd99,10'd99} : {L1_Out_x_offset,L1_Out_y_offset} <= {11'd99 + 11'd1, 10'd100};
	{11'd99,10'd199} : {L1_Out_x_offset,L1_Out_y_offset} <= {11'd99 + 11'd1, 10'd199 + 10'd1};
	{11'd99,10'd299} : {L1_Out_x_offset,L1_Out_y_offset} <= {11'd99 + 11'd1, 10'd299 + 10'd1};
	endcase
	end
	typedef enum logic {IDLE, RUN} state_t;
	state_t state;
	logic Out_square;
	logic In_square;
	always_ff @(posedge clk) begin
		Out_square <= {(Xpos >= L1_Out_XY0[20:10] && Xpos <= L1_Out_XY1[20:10]) 
							& (Ypos >= L1_Out_XY0[9:0] && Ypos <= L1_Out_XY3[9:0])};
		In_square <= {(Xpos >= L1_In_XY0[20:10] && Xpos <= L1_In_XY1[20:10]) 
							& (Ypos >= L1_In_XY0[9:0] && Ypos <= L1_In_XY3[9:0])};
		if(In_square) begin
			red <= 8'd222;
			green <= 8'd222;
			blue <= 8'd0;
		end
		else if(Out_square) begin
			red 	<= 8'd0;
			green <= 8'd0;
			blue 	<= 8'd255;
		end
		else begin
		red 	<= 8'd0;
		green <= 8'd0;
		blue 	<= 8'd0;
		end
	end
endmodule
File: ./run.sh
#!/bin/bash
# OpenROAD 26Q1-2900-gdf79404cd8, Yosys 0.63+post, stock flow scripts
make -C /OpenROAD-flow-scripts/flow DESIGN_CONFIG=/design/flow/config.mk WORK_HOME=/design/flow/orfs finish
==> results.toml <==
# physical design summary
[logic_synthesis]
synth_area_sq_mm = 0.00195
adder_share_pct = 19.3
ys_area_sq_mm = 0.00195
largest_area_cell = "dfxtp_1"
synth.area.mux_share_pct = 0.514
yosys.area_share.aoi_pct = 10.7
avgSynthCellArea_sq_um = 9.58
xor_share_pct = 2.25
topCellsByArea = "dfxtp_1 30%, ha_1 19%, buf_4 8.5%, edfxtp_1 7.7%, inv_1 6.0%"
synth_seq_share_pct = 37.6
top_area_share_pct = 29.8
ys_cells = 203
ys_sh_simple_pct = 14.8
top_logic_kind = "adder cells"
synth_cell_types = 39
ys_warn_count = 1
syn_inst = 203
yosys_register_bits = 34

[global_routing]
grt_start_max_net_pins = 13
grt_use_total_pct = 15.7
antenna_found_initial = 0
grt_pass1_vias = 1314
gr-total-overflow = 0
grt_pass1_wl_um = 6080

[placed_design]
gp_congestion = 0.785
dpl_cell_area_sq_mm = 0.00231
place_hpwl_um = 2790
numPortBuffers = 41

[floorplan]
num_io_pins = 47
rows = 25
dieArea_sq_mm = 0.00515
die_w_um = 71.7
core_area_sq_mm = 0.00469
initial_utilization_pct = 41.5
die_h_um = 71.7

[pwr]
powerDensity_mw_per_mm2 = 387
peakVddDrop_mv = 0.304
leakagePower_uw = 0.00115

[detailed_routing]
antennaDiodeCount = 0
via_count = 1422
detail_route.iter0.violations = 52
drt-total-wl_um = 3510
post_drt_wl_per_cell_um = 12.0
via_per_inst = 4.85
antenna_left = 0
firstDrtPassIters = 4
drcViolationCount = 0

[clock_tree]
cts.hold.buffers_added = 0
clk-insertion-delay-late_ps = 280
cts_tree = "yes"
cts.clk_slew.worst_paths_ps = 60
post_cts_buffers = 0
cts.repair.resized = 0
numCtsBuffers = 5
clock_path_buffers = 2
htree_levels = 2
cts_sinks = 34
ctsRootBufferMaster = "clkbuf_8"

[worst_setup_path]
crit_path_start_kind = "primary input"
crit_slowest_cell = "clkdlybuf4s50_1"
critPathRequiredTime_ps = 3070
path_class = "in -> reg"
worstPathMaxFanout = 4
slowest_delay_ps = 490
worstPathCellList = "clkdlybuf4s50_1 -> buf_4 -> ha_1 -> nand4_1 -> or3_1 -> mux2i_1 -> a21oi_1 -> a2111oi_2"
cp-end-kind = "flop"
worstRegToRegCells = 7
cp_data_arrival_time_ps = 2480

[final_timing]
rsz0062_at_grt = "false"
fmax_mhz = 433
fin_crit_sh_pct = 79.7
timing.final.crit_period_ps = 2310
drv_slew = 0
finalSetupViolations = 0
clock_skew_ps = 3.76
finalHoldViolCount = 0
timing.setup.tns_ps = 0
whs_ps = 326

[hold_path]
hold_class = "reg -> reg"
min_path_cells = 0

[run_status]
status = "complete, no violations"

[finish]
area_growth_pct = 23.7
stdcell_area_sq_mm = 0.00241
final_util_pct = 51.3
fillers = 428
drive_gt1_share_pct = 9.21

[flow_run]
cap_violations = 0
warnings = 26
==> cells in the mapped netlist (all sizes together) <==
cell type and instances:
buf 22, nand3 4, a311oi 1, nand4b 3, xnor2 5, conb 1
or3 2, inv 32, o31ai 2, a211oi 1, nor2b 3, a31oi 2
a2111oi 2, nor3 5, ha 30, o21ai 9, mux2i 1, and4b 1
nand4 5, edfxtp 5, nand3b 2, or2 2, nand2 7, a211o 1
nor4b 1, a21o 4, nor3b 1, dfxtp 29, o21a 1, a21oi 10
nor2 9
==> worst paths after layout <==
check                                  startpoint            to  slack, ps
worst min-delay path            L1_In_y_offset[3]  L1_In_XY3[3]        330
worst max register to register       L1_In_XY3[2]     In_square       1070
worst min register to register  L1_In_y_offset[3]  L1_In_XY3[3]        330
worst max-delay path                      Ypos[4]    Out_square        590
==> per-layer routing <==
layer	global-route usage, %	share of wire, %	vias to the layer above
li1	-	-	739
met2	24.5	43	46
met3	3.00	4.9	5
met1	24.0	51	632
met4	2.18	1.6	0
met5	0	0	-
==> where the power goes <==
group	switching, uW	total [uW]	leakage (uW)	internal [uW]
sequential	0.858	478	0.000279	477
clock	155	346	0.0000482	191
combinational	47.3	107	0.000822	59.9
total	203	932	0.00115	728
==> layout make-up <==
class                   instances  area, sq um  share of cell area [%]
clock inverters                 1         5.00                   0.208
flip-flops and latches         34          731                    30.4
multi-input cells             118          941                    39.1
inverters                      32          120                    4.99
clock buffers                   7         86.3                    3.59
repair buffers                 47          455                    18.9
well taps                      54         67.6                    2.81
==> critical path, delay by kind of cell <==
kind	cells	cell delay (ps)
fa+ha+maj	1	290
buf+inv	2	680
compound gates	2	370
mux	1	150
simple gates	2	410
==> placed cells by master, fill, tap and decap left out, types with 2 or more instances in the layout <==
| master | n |
|---|---|
| nand4_1 | 5 |
| a21oi_1 | 10 |
| nand4b_1 | 2 |
| xnor2_1 | 5 |
| conb_1 | 4 |
| clkdlybuf4s50_1 | 41 |
| a31oi_1 | 2 |
| nand3_1 | 3 |
| o21ai_0 | 9 |
| nor2b_1 | 3 |
| nor3_1 | 5 |
| clkbuf_8 | 6 |
| edfxtp_1 | 5 |
| a21o_1 | 4 |
| inv_1 | 31 |
| nor2_1 | 8 |
| ha_1 | 30 |
| buf_4 | 6 |
| dfxtp_1 | 29 |
| o31ai_1 | 2 |
| nand2_1 | 7 |
==> through the flow <==
stage / setup WS (ps) / std cells / power [uW]
after floorplan: 1040 / 206 / 538
after global placement: 277 / 285 / 595
after detailed placement: 284 / 285 / 596
after CTS: 555 / 293 / 946
after global routing: 455 / 293 / 986
final: 590 / 293 / 932
==> cell families (layout without fill, tap and decap cells) <==
kind of cell             after synthesis  count (layout)
AND/OR/NAND/NOR                       45              45
XOR/XNOR                               5               5
other                                  1               4
adder cells (fa/ha/maj)               30              30
AND-OR/OR-AND                         33              33
buffers and inverters                 54              87
multiplexers                           1               1
flip-flops                            34              34
==> registers in the layout, indices dropped and copies added, names as in the netlist <==
register / count
L1_In_XY3: 8
green: 1
Out_square: 1
L1_In_y_offset: 2
L1_Out_XY0: 4
L1_Out_y_offset: 5
blue: 1
L1_In_XY0: 4
In_square: 1
L1_Out_XY3: 7
Power figures rest on the tool's default switching activity, not on a simulated workload.
