File: flow/config.mk
export PLATFORM = sky130hd
export DESIGN_NAME = CUBE
export DESIGN_NICKNAME = CUBE
export VERILOG_FILES = /design/flow/design.v
export SDC_FILE = /design/flow/constraint.sdc
export NUM_CORES = 4
export LEC_CHECK = 1
export CORE_UTILIZATION = 50
File: flow/constraint.sdc
current_design CUBE

set clk_period 3.9
set clk_io_pct 0.2

create_clock -name clk0 -period $clk_period [get_ports {clk}]

set non_clock_inputs [all_inputs -no_clocks]
set_input_delay [expr $clk_period * $clk_io_pct] -clock clk0 $non_clock_inputs
set_output_delay [expr $clk_period * $clk_io_pct] -clock clk0 [all_outputs]
File: flow/run.sh
#!/bin/bash
# OpenROAD 26Q1-2900-gdf79404cd8, Yosys 0.63+post, stock flow scripts
make -C /OpenROAD-flow-scripts/flow DESIGN_CONFIG=/design/flow/config.mk WORK_HOME=/design/flow/orfs finish
File: flow/design.v
module CUBE(
	input logic clk,
	input logic reset,
	input logic top_cube,
	input logic [10:0] x_cnt, 
	input logic [9:0] y_cnt,
	output logic [7:0] red,
	output logic [7:0] green,
	output logic [7:0] blue
	);
	parameter xlength = 11'd120;
	parameter xdiag = 11'd50;
	parameter ydiag = 10'd90;
	parameter x_offset = 11'd400;
	parameter y_offset = 10'd300;
	logic [20:0] XY0 = {x_offset , y_offset};
	logic [20:0] XY1 = {x_offset + xline01 , y_offset};
	logic [20:0] XY2 = {x_offset + xline01 + xdiag , y_offset + ydiag};
	logic [20:0] XY3 = {x_offset + xline01 , y_offset + ydiag + ydiag};
	logic [20:0] XY4 = {x_offset , y_offset + ydiag + ydiag};
	logic [20:0] XY5 = { x_offset - xdiag , y_offset + ydiag};
	logic [20:0] XY6 = { x_offset + xdiag , y_offset + ydiag};
	logic [10:0] X_line_01;
	logic [9:0] Y_line_01;
	logic [10:0] X_line_12;
	logic [9:0] Y_line_12;
	logic [10:0] X_line_23;
	logic [9:0] Y_line_23;
	logic [10:0] X_line_34;
	logic [9:0] Y_line_34;
	logic [10:0] X_line_45;
	logic [9:0] Y_line_45;
	logic [10:0] X_line_50;
	logic [9:0] Y_line_50;
	logic [10:0] X_line_06;
	logic [9:0] Y_line_06;
	logic [10:0] X_line_64;
	logic [9:0] Y_line_64;
	logic [10:0] X_line_62;
	logic [9:0] Y_line_62;
	logic left_face;
	logic right_face;
	logic [3:0] top_face;
	logic [10:0] count;
always_ff @(posedge clk)
begin
	right_face <= {(x_cnt >= X_line_06 && x_cnt <= X_line_12) 
					&&(y_cnt >= XY0[9:0] && y_cnt < XY6[9:0])}; 
	left_face <= {(x_cnt >= X_line_64 && x_cnt <= X_line_23) 
					&&(y_cnt >= XY6[9:0] && y_cnt <= XY4[9:0])};
	top_face[0] <= {(x_cnt >= XY0[20:10] && x_cnt < X_line_06)  
					&& (y_cnt > XY0[9:0] && y_cnt <= XY6[9:0])};
	top_face[1] <= {(x_cnt >= X_line_50 && x_cnt < XY0[20:10])  
					&& (y_cnt > XY0[9:0] && y_cnt <= XY6[9:0])};
	top_face[2] <= {(x_cnt >= XY0[20:10] && x_cnt < X_line_64)  
					&&(y_cnt > XY6[9:0] && y_cnt < XY4[9:0])};
	top_face[3] <= {(x_cnt >= X_line_45 && x_cnt < XY0[20:10])  
					&&(y_cnt > XY6[9:0] && y_cnt < XY4[9:0])};
	if(left_face) begin
			red 	<= 8'd86;
			green <= 8'd169;
			blue 	<= 8'd152;	
			end
	else if (right_face) begin
			red <= 8'd49;
			green <= 8'd70;
			blue <= 8'd70;
			end
	else if (top_face[0] || top_face[1] || top_face[2] || top_face[3]) 
			begin
			if (top_cube) begin
				red <= 8'd222;
				green <= 8'd222;
				blue <= 8'd0;
				end
			else begin
				red <= 8'd86;
				green <= 8'd70;
				blue <= 8'd239;
				end
			end
	else begin 
			red <= 8'd0;
			green <= 8'd0;
			blue <= 8'd0;
		end
end
Draw_Line line01(
	.clk(clk),
	.reset(reset),
	.start(),
	.x0(XY0[20:10]), .x1(XY1[20:10]),
	.y0(XY0[9:0]), .y1(XY1[9:0]),
	.x_line(X_line_01), 
	.y_line(Y_line_01),
	.done(),
	.*
);
Draw_Line line12(
	.clk(clk),
	.reset(reset),
	.start(start12),
	.x0(XY1[20:10]), .x1(XY2[20:10]),
	.y0(XY1[9:0]), .y1(XY2[9:0]),
	.x_line(X_line_12), 
	.y_line(Y_line_12),
	.done(),
	.*
);
Draw_Line line23(
	.clk(clk),
	.reset(reset),
	.start(start23),
	.x0(XY2[20:10]), .x1(XY3[20:10]),
	.y0(XY2[9:0]), .y1(XY3[9:0]),
	.x_line(X_line_23), 
	.y_line(Y_line_23),
	.done(),
	.*
);
Draw_Line line34(
	.clk(clk),
	.reset(reset),
	.start(),
	.x0(XY3[20:10]), .x1(XY4[20:10]),
	.y0(XY3[9:0]), .y1(XY4[9:0]),
	.x_line(X_line_34), 
	.y_line(Y_line_34),
	.done(),
	.*
);
Draw_Line line45(
	.clk(clk),
	.reset(reset),
	.start(start45),
	.x0(XY5[20:10]), .x1(XY4[20:10]),
	.y0(XY5[9:0]), .y1(XY4[9:0]),
	.x_line(X_line_45), 
	.y_line(Y_line_45),
	.done(),
	.*
);
Draw_Line line50(
	.clk(clk),
	.reset(reset),
	.start(start50),
	.x0(XY0[20:10]), .x1(XY5[20:10]),
	.y0(XY0[9:0]), .y1(XY5[9:0]),
	.x_line(X_line_50), 
	.y_line(Y_line_50),
	.done(),
	.*
);
Draw_Line line06(
	.clk(clk),
	.reset(reset),
	.start(start06),
	.x0(XY0[20:10]), .x1(XY6[20:10]),
	.y0(XY0[9:0]), .y1(XY6[9:0]),
	.x_line(X_line_06), 
	.y_line(Y_line_06),
	.done(),
	.*
);
Draw_Line line64(
	.clk(clk),
	.reset(reset),
	.start(start64),
	.x0(XY6[20:10]), .x1(XY4[20:10]),
	.y0(XY6[9:0]), .y1(XY4[9:0]),
	.x_line(X_line_64), 
	.y_line(Y_line_64),
	.done(),
	.*
);
Draw_Line line62(
	.clk(clk),
	.reset(reset),
	.start(),
	.x0(XY6[20:10]), .x1(XY2[20:10]),
	.y0(XY6[9:0]), .y1(XY2[9:0]),
	.x_line(X_line_62), 
	.y_line(Y_line_62),
	.done(),
	.*
);
endmodule
`timescale 1ns/1ps
module Draw_Line(
	input logic clk,
	input logic reset,
	input logic [10:0] x0,x1,x_cnt,
	input logic [9:0] y0,y1,y_cnt,
	output logic done,
	output logic start,
	output logic [10:0] x_line,
	output logic [9:0] y_line
	);
		logic signed [11:0] dx, dy, err, e2;
		logic [10:0] x_n, x_plus;
		logic [9:0] y_n, y_plus;
		logic right, down;
		typedef enum logic {IDLE, RUN} state_t;
		state_t state;
		always_ff @(posedge clk) begin
		done <= 0;
		start <= (x_cnt == 0) && (y_cnt == y0);
		if (reset) state <= IDLE;
		else case (state)
			IDLE:
			begin
			x_n <= x0;
			y_n <= y0;
				if (start) begin
					dx = x1 - x0;   
					right = dx >= 0;
					if (~right) dx = -dx;
					dy = y1 - y0;
					down = dy >= 0;
					if (down) dy = -dy;
					err = dx + dy;
					x_plus <= x_n;
					y_plus <= y_n;
					x_line <= x_n;
					y_line <= y_n;
					state <= RUN;
				end
			end
			RUN:
			if (x_n == x1 && y_n == y1) begin
				x_line <= x_n;
			   y_line <= y_n;
				done <= 1;
				state <= IDLE;
			end else begin
			  if (x_cnt == 0 && y_n != y1) begin
			  e2 = err << 1;
				if (e2 > dy) begin
					err += dy;
					if (right) x_plus <= x_plus + 11'd1;
					else x_plus <= x_plus - 11'd1;
				end
				if  (e2 < dx) begin
					err += dx;
					if (down) y_plus <= y_plus + 10'd1;
					else y_plus <= y_plus - 10'd1; 
				end
			  x_n <= x_plus;
			  y_n <= y_plus;
			  x_line <= x_n;
			  y_line <= y_n;
			  end
			  else if (x_cnt == x_n && y_n == y_plus) begin
				e2 = err << 1;
				if (e2 > dy) begin
					err += dy;
					if (right) x_plus <= x_plus + 11'd1;
					else x_plus <= x_plus - 11'd1;
				end
				if  (e2 < dx) begin
					err += dx;
					if (down) y_plus <= y_plus + 10'd1;
					else y_plus <= y_plus - 10'd1; 
				end
			  x_n <= x_plus;
			  y_n <= y_plus;
			  x_line <= x_n;
			  y_line <= y_n;
			  end
			  else if (y_n == y1 && x_n != x1) begin
				e2 = err << 1;
				if (e2 > dy) begin
					err += dy;
					if (right) x_plus <= x_plus + 11'd1;
					else x_plus <= x_plus - 11'd1;
				end
				if  (e2 < dx) begin
					err += dx;
					if (down) y_plus <= y_plus + 10'd1;
					else y_plus <= y_plus - 10'd1; 
				end
			  x_n <= x_plus;
			  x_line <= x_n;
			  y_line <= y_n;
			  end
			  else if (x_n == x1 && y_n != y1) begin
				e2 = err << 1;
				if (e2 > dy) begin
					err += dy;
					if (right) x_plus <= x_plus + 11'd1;
					else x_plus <= x_plus - 11'd1;
				end
				if  (e2 < dx) begin
					err += dx;
					if (down) y_plus <= y_plus + 10'd1;
					else y_plus <= y_plus - 10'd1; 
				end
			  y_n <= y_plus;
			  x_line <= x_n;
			  y_line <= y_n;
			  end
			  else begin
			  x_line <= x_n;
			  y_line <= y_n;
			  end
			end
			default:
				state <= IDLE;
			endcase
			end
endmodule
==> run notes <==
Synthesis and place-and-route results.

- The tally of yosys warning messages is 10.
- The synthesized chip area reported by yosys is 23500 um2.
- The maximum number of pins on one net before global-route repair is 75.
- The routed layout reports a DRC error count of 0.
- The max-slew violation count is 0.
- Listed in order, past its start point the critical path passes clkdlybuf4s50_1 -> buf_4 -> xor2_1 -> nor4_1 -> nand3_1 -> nor3_1 -> a21oi_1 -> a21o_1 -> inv_1.
- STA puts the critical path data required time at 4.13 ns.
- In this run the vertical extent of the chip is 219 um.
- The via count of the first global-routing pass is about 15000.
- The reg-to-reg setup timing slack is 0.96 ns.
- The arrival time at the worst endpoint is 3.26 ns.
- The cell resize tally after clock tree synthesis is 0.
- The final critical-path required period is 3.04 ns.
- The number of hold buffers added after CTS was 0.
- The cell family with the largest share of critical-path delay is buffers and inverters.
- The total iterations of the first detailed-routing run is 17.
- The insertion delay of the later-clocked pin in the worst-skew pair is ~0.57 ns.
- The largest stage delay on the critical path is 0.74 ns.
- The maximum VDD drop is 301 uV.
- CTS added clock buffers totalling about 45.
- After technology mapping, the gate count stands at 2204.
- Per the finish-stage timing summary, setup violations number 0.
- The run finished with clean final reports.
- In the routed netlist, the antenna diode instances number 0.
- The first global-routing pass estimated 81700 um of wire.
- The share of the core filled by cells before placement is 50.6%.
- After clock tree synthesis, the setup repair step added 0 buffers.
- The global-route total usage across every layer is between 20% and 30%.
- The xor and xnor area share after synthesis is between 10% and 20%.
- The commonest register cell after synthesis is edfxtp_1.
- The violation count after the first detailed-routing iteration is 933.
- The per-instance average area after synthesis is 10.7 um2.
- The power report puts the leakage power at 9.42 nW.
- The TritonCTS clock tree is done.
- The area share of the largest cell type after synthesis is 48.4%.
- The completed layout was analyzed and its total power is 9.40 mW.
- The final worst-path cycle share is 77.9%.
- The path type of the worst setup path is in2reg.
- The cell accounting for the most synthesized area is edfxtp_1.
- After floorplanning, the core was sized to cover approximately 46000 um2.
- After synthesis, the largest family of logic cells by area is simple AND/OR/NAND/NOR gates.
- The worst setup skew after layout is 0.0185 ns.
- The proportion of synthesized area in mux cells is 1.10%.
- The combined area of all synthesized cells is between 20000 and 25000 um2.
- The clock transition at the registers of the reported paths is roughly 0.060 ns.
- The worst register-to-register path ends at line64.err[9].
- The clock tree buffer depth is 3.
- The row count is between 70 and 80.
- The measured slew at the worst slew-check pin is 0.884 ns.
- After synthesis, flip-flops and latches occupy 50.5% of the total area.
- The critical path endpoint is line45.err[5].
- In the Yosys stats the netlist draws on 88 distinct library cells.
- The worst reg2reg path startpoint is line64.err[3].
- In this run, the synthesized area fraction spent on and/or/nand/nor cells is recorded as between 15 and 20%.
- The placer's final routability congestion estimate is approximately 0.87.
- Per the CTS log, the maximum H-tree level is 2.
- The net load switching power is about 1.9 mW.
- The total number of clock tree sinks is about 400.
- The HPWL after detailed placement is 34800 um.
- The clock group share of total power is 45.4%.
- The script logs the ratio of routed vias to standard cells as 5.52.
- The switching fraction of total power is 20.6%.
- The routed length per placed instance is 17.3 um.
- The floorplan report gives the top-level pin count as between 40 and 50.
- The depth of the worst register-to-register path is 9.
- The share of final-layout standard cells stronger than drive strength 1 is 7.55%.
- For the final routed database, the setup TNS stands at 0 ns.
- Per the STA report, the cell with the highest stage delay on the worst path is clkdlybuf4s50_1.
- The flip-flop and latch count after synthesis is 403.
- The chip occupies between 40000 and 50000 um2.
- The adder-cell area share of the yosys netlist is 5.70%.
- The combinational power share is 3.8%.
- At the end of the flow the core is filled with cells to approximately 56%.
- Summing over the stages, the warning tally comes to 38.
- The number of routed nets with antenna violations is 0.
- OpenSTA lists the critical path startpoint as x_cnt[6].
- The detailed router placed 16016 vias in this run.
- After synthesis, the cell types taking the most area are edfxtp_1, xnor2_1, ha_1.
- The number of antenna violations at the first check in global routing is 0.
- The total power density per cell area is 359 nW/um2.
- Setup repair after global routing left no endpoint under its margin.
- The wire length recorded after detailed routing is 50100 um.
- The synthesized netlist devotes between 10% and 20% of its cell area to compound gates.
- The worst setup path is launched from a primary input.
- The power report lists cell-internal power as 7.47 mW.
- STA classifies the critical path endpoint as a register.
- Looking at the clock tree report, the root buffer type is clkbuf_16.
- The path category of the worst min-delay check is reg2reg.
- For this run the aggregate overflow at the end of global routing stands at 0.
- For reference, the top cells by count after synthesis are edfxtp_1, nor2_1, a21oi_1, xnor2_1, xor2_1.
- The highest clock rate this design can be run at is roughly 0.33 GHz.
- The cell with the most instances after synthesis is edfxtp_1.
- Hold-check failures listed in the final report amount to 0.
- The count of fill cells added during filler insertion is 3836.
- Per the placement log, port buffering inserted 47 buffers.
- The horizontal die dimension reported for this design is 219 um.
- The timing report notes that buffer and inverter cells on the critical path total 3.
- The layout overhead on the synthesized area is 11.5%.
- The power share of the sequential group is 50.8%.
- The largest driver fanout on the critical path is 10.
- The worst-case max-slew headroom was logged as 40.8%.
- The post-synth count of flops with an enable pin is 379.
- The async set or reset register ratio after synthesis is 0%.
- The report counts max-capacitance violations totalling 0.
- The synth_stat.txt file lists the number of cells as 2204.
- The critical path depth in cells is 9.
==> worst reg2reg max path: stages, from the launching register on <==
cell and delay, ns:
edfxtp_1 0.52, o21a_1 0.25, o21ai_4 0.30, nand2_4 0.13, a21oi_1 0.23, ha_1 0.21
nand2_1 0.06, mux2_4 0.30, a211o_1 0.35, o31a_1 0.31
==> power by group through the flow <==
stage | Clock (mW) | Sequential [mW] | Combinational (mW)
4_1_cts | 4.36 | 4.78 | 0.357
5_1_grt | 4.53 | 4.78 | 0.395
6_report | 4.27 | 4.78 | 0.355
==> worst min-delay path by stage <==
stage                     start  endpoint  slack [ns]  cells after the start
after CTS             left_face  green[5]        0.45                      0
after global routing  left_face  green[5]        0.47                      0
final                 left_face  green[5]        0.45                      0
==> kinds of logic (layout without fill, tap and decap cells) <==
logic type	Yosys count	after routing
AND-OR/OR-AND	383	383
XOR/XNOR	303	303
adder cells (fa/ha/maj)	107	107
buffers and inverters	228	316
flip-flops	403	403
multiplexers	23	23
AND/OR/NAND/NOR	757	757
==> cell type report <==
class	instances	area (um2)	share of cell area, %
clock inverter	23	219	0.835
sequential	403	11900	45.3
inverter	134	503	1.92
clock buffer	61	1280	4.88
tap	607	759	2.90
multi-input combinational	1573	10700	40.9
timing repair buffer	98	866	3.30
==> routing by layer <==
| layer | GRT usage [%] | wire length (um) | vias up | share of wire (%) |
|---|---|---|---|---|
| met5 | 0 | 0 | - | 0 |
| met4 | 3.31 | 834 | 0 | 1.7 |
| met3 | 5.22 | 2980 | 58 | 5.9 |
| met2 | 33.2 | 22100 | 345 | 44 |
| met1 | 38.9 | 24100 | 7584 | 48 |
| li1 | - | - | 8029 | - |
==> stage by stage <==
step	std cells	cell area, um2	hold WS [ns]	setup WS (ns)
floorplan	2204	23500	0.398	0.740
global placement	2815	24700	0.455	0.271
detailed placement	2815	24700	0.446	0.286
CTS	2899	26200	0.447	0.890
global route	2899	26200	0.467	0.611
finish	2899	26200	0.446	0.862
==> cells in the final DEF, fill, tap and decap left out, types with 60 or more instances in the layout <==
master,instances
nand2_1,100
nor2_1,212
edfxtp_1,379
nand2b_1,60
a21oi_1,171
nand3_1,67
xnor2_1,166
inv_1,133
and2_1,93
ha_1,107
xor2_1,136
No activity file was given, so power comes from the tool's default toggle rates.
