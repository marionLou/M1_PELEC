==> flow/config.mk <==
export PLATFORM = sky130hd
export DESIGN_NAME = LT24_buffer
export DESIGN_NICKNAME = LT24_buffer
export VERILOG_FILES = /design/flow/design.v
export SDC_FILE = /design/flow/constraint.sdc
export NUM_CORES = 4
export LEC_CHECK = 1
export CORE_UTILIZATION = 30
==> flow/constraint.sdc <==
current_design LT24_buffer

set clk_period 8.1
set clk_io_pct 0.2

create_clock -name clk0 -period $clk_period [get_ports {clk}]

set non_clock_inputs [all_inputs -no_clocks]
set_input_delay [expr $clk_period * $clk_io_pct] -clock clk0 $non_clock_inputs
set_output_delay [expr $clk_period * $clk_io_pct] -clock clk0 [all_outputs]
==> flow/design.v <==
module LT24_buffer(
	clk,
	rst_n,
	LT24_ADC_BUSY_bus,
	LT24_ADC_CS_N_bus,
	LT24_ADC_DCLK_bus,
	LT24_ADC_DIN_bus,
	LT24_ADC_DOUT_bus,
	LT24_ADC_PENIRQ_N_bus,
	LT24_D_bus,
	LT24_WR_N_bus,
	LT24_RD_N_bus,
	LT24_CS_N_bus,
	LT24_RESET_N_bus,
	LT24_RS_bus,
	LT24_ADC_BUSY_screen,
	LT24_ADC_CS_N_screen,
	LT24_ADC_DCLK_screen,
	LT24_ADC_DIN_screen,
	LT24_ADC_DOUT_screen,
	LT24_ADC_PENIRQ_N_screen,
	LT24_D_screen,
	LT24_WR_N_screen,
	LT24_RD_N_screen,
	LT24_CS_N_screen,
	LT24_RESET_N_screen,
	LT24_RS_screen,
	pic_mem_s2_address,               
	pic_mem_s2_chipselect,            
	pic_mem_s2_clken,                 
	pic_mem_s2_write,                 
	pic_mem_s2_readdata,              
	pic_mem_s2_writedata,             
	pic_mem_s2_byteenable,
	lt24_buffer_flag,
	background_mem_s2_address,                   
	background_mem_s2_chipselect,               
	background_mem_s2_clken,                     
	background_mem_s2_write,                    
	background_mem_s2_readdata,                 
	background_mem_s2_writedata,                
	background_mem_s2_byteenable 
);
input clk;
input rst_n;
wire rst;
assign rst = ~rst_n;
input		          			LT24_ADC_CS_N_bus;
input		          			LT24_ADC_DCLK_bus;
input		          			LT24_ADC_DIN_bus;
output		          		LT24_ADC_BUSY_bus;
output		          		LT24_ADC_DOUT_bus;
output		          		LT24_ADC_PENIRQ_N_bus;
input		    [15:0]			LT24_D_bus;
input		          			LT24_WR_N_bus;
input			          		LT24_RD_N_bus;
input			         		LT24_CS_N_bus;
input		         			LT24_RESET_N_bus;
input			         		LT24_RS_bus;
output		          			LT24_ADC_CS_N_screen;
output		          			LT24_ADC_DCLK_screen;
output			          		LT24_ADC_DIN_screen;
input			          		   LT24_ADC_BUSY_screen;
input		          		   	LT24_ADC_DOUT_screen;
input		          		   	LT24_ADC_PENIRQ_N_screen;
output	reg	    [15:0]		LT24_D_screen;
output	reg	          		LT24_WR_N_screen;
output	reg	          		LT24_RD_N_screen;
output	reg	         		LT24_CS_N_screen;
output	reg	         		LT24_RESET_N_screen;
output	reg	         		LT24_RS_screen;
output  wire [11:0] 	pic_mem_s2_address;               
output  wire        	pic_mem_s2_chipselect;            
output  wire        	pic_mem_s2_clken;                 
output  wire        	pic_mem_s2_write;                 
input 	wire [15:0] pic_mem_s2_readdata;              
output  wire [15:0] 	pic_mem_s2_writedata;             
output  wire [1:0]  	pic_mem_s2_byteenable; 
output  wire [12:0] background_mem_s2_address;                   
output  wire        background_mem_s2_chipselect;               
output  wire        background_mem_s2_clken;                     
output  wire        background_mem_s2_write;                    
input   wire [15:0] background_mem_s2_readdata;                 
output  wire [15:0] background_mem_s2_writedata;                
output  wire [1:0]  background_mem_s2_byteenable; 
input wire				lt24_buffer_flag;           
reg	    [15:0]		LT24_D_loc;
reg	          		LT24_WR_N_loc;
wire	          		LT24_RD_N_loc;
reg	         		LT24_CS_N_loc;
wire	         		LT24_RESET_N_loc;
reg	         		LT24_RS_loc;	
assign LT24_ADC_CS_N_screen = LT24_ADC_CS_N_bus;
assign LT24_ADC_DCLK_screen = LT24_ADC_DCLK_bus;
assign LT24_ADC_DIN_screen = LT24_ADC_DIN_bus;
assign LT24_ADC_BUSY_bus = LT24_ADC_BUSY_screen;
assign LT24_ADC_DOUT_bus = LT24_ADC_DOUT_screen;
assign LT24_ADC_PENIRQ_N_bus = LT24_ADC_PENIRQ_N_screen;
reg bufferFlag;
always @ (posedge clk)
begin
if(rst || ((LT24_D_bus == 16'h002c) && (LT24_RS_bus == 1'b0) && (LT24_CS_N_bus == 1'b0) && (lt24_buffer_flag == 1'b0)))
	begin
	bufferFlag <= 1'd0;
	end
else if((LT24_D_bus == 16'h002c) && (LT24_RS_bus == 1'b0) && (LT24_CS_N_bus == 1'b0) && (lt24_buffer_flag == 1'b1))
	begin
	bufferFlag <= 1'd1;
	end
else 
	begin
	bufferFlag <= bufferFlag;
	end
end
always 
begin
	if (bufferFlag == 1'd1)
		begin
		LT24_D_screen <= LT24_D_loc;
		LT24_WR_N_screen <= LT24_WR_N_loc;
		LT24_RD_N_screen <= LT24_RD_N_loc;
		LT24_CS_N_screen <= LT24_CS_N_loc;
		LT24_RESET_N_screen <= LT24_RESET_N_loc;
		LT24_RS_screen <= LT24_RS_loc;
		end
	else
		begin
		LT24_D_screen <= LT24_D_bus;
		LT24_WR_N_screen <= LT24_WR_N_bus;
		LT24_RD_N_screen <= LT24_RD_N_bus;
		LT24_CS_N_screen <= LT24_CS_N_bus;
		LT24_RESET_N_screen <= LT24_RESET_N_bus;
		LT24_RS_screen <= LT24_RS_bus;
		end
end
assign  LT24_RD_N_loc = 1'b1;
assign  LT24_RESET_N_loc = LT24_RESET_N_bus;
reg [17:0] screenState;
always @ (posedge clk)
begin
if(rst || (bufferFlag == 1'd0))
	begin
	screenState <= 18'd0;
	LT24_WR_N_loc = 1'b0;
	LT24_CS_N_loc = 1'b0;
	end
else if((LT24_WR_N_loc==1'b0) && (LT24_CS_N_loc==1'b0))
	begin
	screenState <= screenState;
	LT24_WR_N_loc = 1'b1;
	LT24_CS_N_loc = 1'b1;
	end
else if(screenState>=18'd76806)
	begin
	screenState <= 18'd0;
	LT24_WR_N_loc = 1'b0;
	LT24_CS_N_loc = 1'b0;
	end
else 
	begin
	screenState <= screenState+18'd1;
	LT24_WR_N_loc = 1'b0;
	LT24_CS_N_loc = 1'b0;
	end
end
wire [10:0]  limLowX, limLowY, limHighX, limHighY, characPosX, characPosY;
reg 	[10:0] posX, posY, pointerX, pointerY;
assign 	background_mem_s2_writedata = 16'h0;
assign	background_mem_s2_write = 1'b0;
assign  	background_mem_s2_byteenable = 2'b11;
assign 	background_mem_s2_address = ({2'b0,posX} % 13'd60) + (13'd60*({2'b0,posY} % 13'd80));
assign 	background_mem_s2_chipselect = (screenState >= 18'd6) && (screenState < 18'd76806);
assign 	background_mem_s2_clken = background_mem_s2_chipselect;
assign 	limLowX = pointerX - 11'd31;
assign 	limHighX = pointerX + 11'd32;
assign 	limLowY = pointerY - 11'd31;
assign 	limHighY = pointerY + 11'd32;
assign 	pic_mem_s2_writedata = 16'h0;
assign	pic_mem_s2_write = 1'b0;
assign  	pic_mem_s2_byteenable = 2'b11;
assign 	characPosX = posX - (pointerX - 11'd31);
assign 	characPosY = posY - (pointerY - 11'd31);
assign 	pic_mem_s2_address = {1'b0,characPosX} + (12'd64*{1'b0,characPosY});
assign 	pic_mem_s2_chipselect = (characPosX < 11'd64) && (characPosX >= 11'd0) && (characPosY < 11'd64) && (characPosY >= 11'd0);
assign 	pic_mem_s2_clken = pic_mem_s2_chipselect;
always 
begin
if((screenState == 18'd0))
	begin 
	LT24_RS_loc <= 1'b0;
	LT24_D_loc <= 16'h002a;             
	end
else if (screenState == 18'd1)
	begin
	LT24_RS_loc <= 1'b1;
	LT24_D_loc <= 16'h0000;
	end
else if (screenState == 18'd2)
	begin
	LT24_RS_loc <= 1'b1;
	LT24_D_loc <= 16'h0000;
	end
else if (screenState == 18'd3)
	begin
	LT24_RS_loc <= 1'b0;
	LT24_D_loc <= 16'h002b;             
	end
else if (screenState == 18'd4)
	begin 
	LT24_RS_loc <= 1'b1;
	LT24_D_loc <= 16'h0000;             
	end
else if (screenState == 32'd5)
	begin
	LT24_RS_loc <= 1'b1;
	LT24_D_loc <= 16'h0000;              
	end
else if (screenState == 18'd6)
	begin
	LT24_RS_loc <= 1'b0;
	LT24_D_loc <= 16'h002c;                                            
	end
else if ((screenState>18'd6) && (screenState<18'd76806))
	begin
	LT24_RS_loc <= 1'b1;
	if((posX > limLowX) && (posX < limHighX) && (posY > limLowY) && (posY < limHighY))
		LT24_D_loc <= pic_mem_s2_readdata;
	else
		LT24_D_loc <= background_mem_s2_readdata;
	end
else if (screenState>=18'd76806)
	begin
	LT24_RS_loc <= 1'b1;
	LT24_D_loc <= pic_mem_s2_readdata;            
	end
else
	begin
	LT24_RS_loc <= 1'b0;
	LT24_D_loc <= 16'h002c;              
	end
end
always @ (posedge clk)
	begin
	if((screenState <= 18'd5)||(screenState>=18'd76806) || rst)
		begin
		posX <= 11'd0;
		posY <= 11'd0;
		end
	else if(posX >= 11'd239 && (LT24_CS_N_loc==1'b0))
		begin
		posX <= 11'd0;
		posY <= posY + 11'd1;
		end
	else if((LT24_CS_N_loc==1'b0))
		begin
		posX <= posX+11'd1;
		posY <= posY;
		end
	else
		begin
		posX <= posX;
		posY <= posY;
		end
	end
always @ (posedge clk)
	begin
	if(rst || ~LT24_RESET_N_bus || (bufferFlag == 1'b0))
		begin
		pointerX <= 11'd1024;
		pointerY <= 11'd1024;
		end
	else if(~LT24_CS_N_bus && ~LT24_WR_N_bus && (bufferFlag == 1'b1))
		begin
		if(LT24_RS_bus == 1'b0)
			begin
			pointerX <=  LT24_D_bus;
			pointerY <=  pointerY;
			end
		else
			begin
			pointerY <=  LT24_D_bus;
			pointerX <= pointerX;
			end
		end
	else 
		begin
			pointerX <= pointerX;
			pointerY <= pointerY;
		end
	end
endmodule
==> flow/run.sh <==
#!/bin/bash
# OpenROAD 26Q1-2900-gdf79404cd8, Yosys 0.63+post, stock flow scripts
make -C /OpenROAD-flow-scripts/flow DESIGN_CONFIG=/design/flow/config.mk WORK_HOME=/design/flow/orfs finish
==> report_table.html <==
<p>Metrics extracted from the flow reports.</p>
<table>
<tr><th>Metric</th><th>Value</th></tr>
<tr><th colspan="2">Finish</th></tr>
<tr><td>Highest-count cells in the layout ignoring fill and taps</td><td>105 x sky130_fd_sc_hd__clkdlybuf4s50_1, 89 x sky130_fd_sc_hd__inv_1, 89 x sky130_fd_sc_hd__ha_1, 87 x sky130_fd_sc_hd__nand2_1, 86 x sky130_fd_sc_hd__nor2_1</td></tr>
<tr><td>Fraction of layout cells with a size suffix above 1</td><td>0.03420</td></tr>
<tr><td>Seq. cell area</td><td>1281 um2</td></tr>
<tr><td>Filler cell count in the final layout</td><td>2,544</td></tr>
<tr><td>Area growth from synthesis to layout</td><td>18.23%</td></tr>
<tr><td>Most common cell after layout, fill and taps aside</td><td>sky130_fd_sc_hd__clkdlybuf4s50_1</td></tr>
<tr><td>Combinational cell area excluding buffers and inverters</td><td>~5800 um2</td></tr>
<tr><th colspan="2">Clock network</th></tr>
<tr><td>CTS tree</td><td>done</td></tr>
<tr><td>Hold buffers post-CTS</td><td>0</td></tr>
<tr><td>Htree depth</td><td>3</td></tr>
<tr><td>Maximum buffer depth of the clock tree</td><td>2</td></tr>
<tr><td>Clk slew on worst S/H paths</td><td>0.05 ns</td></tr>
<tr><td>Post-CTS sizing</td><td>0</td></tr>
<tr><td>Number of sinks handled by clock tree synthesis</td><td>64</td></tr>
<tr><td>Clock insertion delay at the later pin of the skew report</td><td>0.34 ns</td></tr>
<tr><td>Clock buffer count from CTS</td><td>9</td></tr>
<tr><td>Buffer count from post-CTS setup fixing</td><td>0</td></tr>
<tr><td>Clock root cell</td><td>sky130_fd_sc_hd__clkbuf_16</td></tr>
<tr><th colspan="2">Critical path</th></tr>
<tr><td>Max stage delay cell, worst path</td><td>sky130_fd_sc_hd__fa_1</td></tr>
<tr><td>Start-to-end type of the worst setup path</td><td>flop to output port</td></tr>
<tr><td>CP delay by family, top</td><td>AND-OR/OR-AND gates</td></tr>
<tr><td>Crit path buf inv count</td><td>3</td></tr>
<tr><td>Critical Path Source Type</td><td>flop</td></tr>
<tr><td>Critical Path, Cell by Cell</td><td>nor2b_1, o21a_1, o32ai_1, a21oi_1, or2_2, nor2_1, o31ai_1, o21ai_2, xor2_1, ha_1, inv_1, fa_1, inv_1, ha_1, a21boi_0, nor2_1, ha_1, a21o_1, a21oi_1, o21ai_0, xnor2_1, clkdlybuf4s50_1</td></tr>
<tr><td>Endpoint kind of the worst setup timing path</td><td>output port</td></tr>
<tr><td>Critical Path Max Stage Delay</td><td>0.49 ns</td></tr>
<tr><td>Instance count on the critical path</td><td>22</td></tr>
<tr><td>Most common cell type on the critical path</td><td>sky130_fd_sc_hd__ha_1</td></tr>
<tr><td>Data arrival time of the worst path</td><td>5.70 ns</td></tr>
<tr><td>Maximum fanout along the worst path</td><td>9</td></tr>
<tr><td>FF-to-FF path depth</td><td>9</td></tr>
<tr><td>Crit path DRT</td><td>roughly 6.5 ns</td></tr>
<tr><th colspan="2">Detailed routing</th></tr>
<tr><td>Diode insertion count for antenna repair</td><td>0</td></tr>
<tr><td>DR pass1 iterations</td><td>4</td></tr>
<tr><td>Via count</td><td>6,935</td></tr>
<tr><td>DRC violation total after the first TritonRoute iteration</td><td>231</td></tr>
<tr><td>Number of routed nets with antenna violations</td><td>0</td></tr>
<tr><td>WL final</td><td>18,830 um</td></tr>
<tr><td>Post-route DRC violation count</td><td>0</td></tr>
<tr><td>Via-per-instance ratio</td><td>slightly below 5</td></tr>
<tr><td>Routed wire length per instance</td><td>13.06 um</td></tr>
<tr><th colspan="2">Power and ir drop</th></tr>
<tr><td>Pwr Total</td><td>around 0.00082 W</td></tr>
<tr><td>Sequential group share of total power</td><td>0.384</td></tr>
<tr><td>Portion of total power attributed to combinational logic</td><td>0.106</td></tr>
<tr><td>Pwr per Cell Area</td><td>88.82 nW/um2</td></tr>
<tr><td>Int Pwr</td><td>0.0006495 W</td></tr>
<tr><td>Standby leakage power</td><td>between 3 and 4 nW</td></tr>
<tr><td>VDD IR max</td><td>0.1071 mV</td></tr>
<tr><td>Switching power as a share of total power</td><td>0.2074</td></tr>
<tr><td>NetSw</td><td>0.0001699 W</td></tr>
<tr><td>Clock network fraction of design power</td><td>0.510</td></tr>
<tr><th colspan="2">Final timing</th></tr>
<tr><td>Total count of max-transition violations in the final report</td><td>0</td></tr>
<tr><td>Worst relative slew slack</td><td>0.4517</td></tr>
<tr><td>Final hold vios</td><td>0</td></tr>
<tr><td>Final setup vio count</td><td>0</td></tr>
<tr><td>Setup TNS</td><td>0 ns</td></tr>
<tr><td>Maximum clock frequency</td><td>~0.14 GHz</td></tr>
<tr><td>Final cycle utilization of the critical path</td><td>0.9041</td></tr>
<tr><td>Worst-case clock skew</td><td>0.006681 ns</td></tr>
<tr><td>Unrepaired setup endpoints after global routing</td><td>false</td></tr>
<tr><td>Minimum clock period</td><td>7.324 ns</td></tr>
<tr><td>Tightest Pin Transition</td><td>0.8202 ns</td></tr>
<tr><th colspan="2">GRT</th></tr>
<tr><td>Largest net degree at the start of global routing</td><td>33</td></tr>
<tr><td>Global-route wire length before repair</td><td>between 30,000 and 40,000 um</td></tr>
<tr><td>Overall global routing resource usage</td><td>0.1481</td></tr>
<tr><td>Initial antenna violation count</td><td>0</td></tr>
<tr><td>Total congestion overflow after global routing</td><td>0</td></tr>
<tr><td>Vias in the first global route</td><td>6,405</td></tr>
<tr><th colspan="2">Yosys</th></tr>
<tr><td>Synthesized netlist cell count</td><td>1,029</td></tr>
<tr><td>Number of cells in the yosys synthesis report</td><td>1,029</td></tr>
<tr><td>Dominant synthesized flop cell</td><td>sky130_fd_sc_hd__dfxtp_1</td></tr>
<tr><td>Chip Area, Yosys</td><td>between 7000 and 8000 um2</td></tr>
<tr><td>Number of warnings printed during yosys synthesis</td><td>1</td></tr>
<tr><td>Number of enable flip-flop cells</td><td>0</td></tr>
<tr><td>Netlist cell types</td><td>between 70 and 80</td></tr>
<tr><td>Registers, synthesis</td><td>64</td></tr>
<tr><td>Async set-reset flop share out of synthesis</td><td>0</td></tr>
<tr><td>Post-synth seq share</td><td>0.1642</td></tr>
<tr><td>Post-Syn Area per Cell</td><td>7.583 um2</td></tr>
<tr><td>Mapped cell area</td><td>7802 um2</td></tr>
<tr><th colspan="2">Floorplan</th></tr>
<tr><td>Chip Width</td><td>163.3 um</td></tr>
<tr><td>I/O pin count</td><td>about 160</td></tr>
<tr><td>Starting Density</td><td>0.3081</td></tr>
<tr><td>Die Y-Extent</td><td>163.3 um</td></tr>
<tr><td>Area of the chip</td><td>between 20,000 and 30,000 um2</td></tr>
<tr><td>Total number of placement rows</td><td>approximately 58</td></tr>
<tr><td>Core region area</td><td>25,330 um2</td></tr>
<tr><th colspan="2">Run</th></tr>
<tr><td>MaxCap Viol Count</td><td>0</td></tr>
<tr><td>Number of warnings in the stage logs</td><td>41</td></tr>
<tr><th colspan="2">Place</th></tr>
<tr><td>Placer Congestion</td><td>slightly below 0.9</td></tr>
<tr><td>Final HPWL from detailed placement</td><td>between 15,000 and 20,000 um</td></tr>
<tr><td>Port-buffer cells</td><td>105</td></tr>
<tr><th colspan="2">Hold path</th></tr>
<tr><td>Hold-critical path depth</td><td>2</td></tr>
<tr><td>Path category of the worst min-delay check</td><td>flop to flop</td></tr>
<tr><th colspan="2">Run status</th></tr>
<tr><td>Outcome</td><td>finished, final reports clean</td></tr>
</table>
==> per-stage QoR <==
stage | hold WS (ns) | instances | instance area [um2] | utilization | worst slack, ns
after floorplan | 0.4363 | 1077 | 7983 | - | 2.041
after global placement | 0.4645 | 1426 | 8905 | 0.3516 | 1.228
after detailed placement | 0.4726 | 1426 | 8905 | 0.3516 | 1.122
after CTS | 0.4800 | 1441 | 9225 | 0.3642 | 0.7236
after global routing | 0.5065 | 1441 | 9225 | 0.3642 | 0.1872
final | 0.4817 | 1441 | 9225 | 0.3642 | 0.7765
==> final timing paths <==
check	from	endpoint	slack [ns]
setup reg to reg	screenState[2]$_SDFFE_PP0P_	posX[0]$_SDFFE_PP0N_	5.18
hold reg to reg	pointerX[4]$_SDFFE_PP0P_	pointerX[4]$_SDFFE_PP0P_	0.48
setup / recovery	posY[6]$_SDFFE_PP0P_	background_mem_s2_address[12]	0.78
hold / removal	pointerX[4]$_SDFFE_PP0P_	pointerX[4]$_SDFFE_PP0P_	0.48
==> tightest hold or removal path, cell delays in order, from the launching register on <==
cell and delay, ns:
sky130_fd_sc_hd__dfxtp_1 0.32, sky130_fd_sc_hd__nand2_1 0.06, sky130_fd_sc_hd__a21oi_1 0.05
==> layer usage <==
metal  track usage  up-vias  share of wire
met2        0.2377      203           0.44
met1        0.2166     3105           0.49
li1              -     3615              -
met4       0.01869        0          0.012
met5             0        -              0
met3       0.02225       12          0.051
==> logic make-up (layout without fill, tap and decap cells) <==
group	after synthesis	after routing	share of synthesized area
other	2	50	0.0009625
adder cells (fa/ha/maj)	103	103	0.1786
flip-flops	64	64	0.1642
AND-OR/OR-AND	228	228	0.1972
AND/OR/NAND/NOR	338	338	0.2122
XOR/XNOR	104	104	0.1167
buffers and inverters	180	214	0.1166
multiplexers	10	10	0.01347
==> power groups by stage <==
stage                 sequential (W)  clock (W)  combinational, W
after global routing        0.000315   0.000447         0.0000974
after CTS                   0.000315   0.000429         0.0000887
final                       0.000315   0.000418         0.0000867
==> registers in the layout, indices dropped and copies added, names as in the netlist <==
| signal | count |
|---|---|
| LT24_CS_N_loc | 1 |
| posX | 11 |
| posY | 11 |
| screenState | 18 |
| pointerY | 11 |
| pointerX | 11 |
| bufferFlag | 1 |
==> synth_stat cells (5+ instances only) <==
cell | n | share of area
sky130_fd_sc_hd__mux2i_1 | 8 | 0.010
sky130_fd_sc_hd__nand4_1 | 13 | 0.010
sky130_fd_sc_hd__nor3_1 | 20 | 0.013
sky130_fd_sc_hd__a221o_1 | 11 | 0.014
sky130_fd_sc_hd__buf_2 | 10 | 0.0064
sky130_fd_sc_hd__a21o_1 | 12 | 0.012
sky130_fd_sc_hd__o211ai_1 | 7 | 0.0067
sky130_fd_sc_hd__nand2_1 | 87 | 0.042
sky130_fd_sc_hd__nor4_1 | 8 | 0.0064
sky130_fd_sc_hd__o21ai_0 | 31 | 0.020
sky130_fd_sc_hd__or3_1 | 6 | 0.0048
sky130_fd_sc_hd__inv_1 | 89 | 0.043
sky130_fd_sc_hd__nand2b_1 | 10 | 0.0080
sky130_fd_sc_hd__ha_1 | 89 | 0.14
sky130_fd_sc_hd__a31oi_1 | 5 | 0.0040
sky130_fd_sc_hd__and3_1 | 8 | 0.0064
sky130_fd_sc_hd__or4_1 | 5 | 0.0048
sky130_fd_sc_hd__a21oi_1 | 81 | 0.052
sky130_fd_sc_hd__xor2_1 | 34 | 0.038
sky130_fd_sc_hd__buf_4 | 51 | 0.049
sky130_fd_sc_hd__nor2_1 | 86 | 0.041
sky130_fd_sc_hd__dfxtp_1 | 64 | 0.16
sky130_fd_sc_hd__nand3_1 | 42 | 0.027
sky130_fd_sc_hd__xnor2_1 | 70 | 0.079
sky130_fd_sc_hd__o21a_1 | 15 | 0.014
sky130_fd_sc_hd__a211oi_1 | 7 | 0.0067
sky130_fd_sc_hd__and2_1 | 5 | 0.0040
sky130_fd_sc_hd__clkbuf_1 | 24 | 0.012
sky130_fd_sc_hd__o21bai_1 | 6 | 0.0058
sky130_fd_sc_hd__fa_1 | 14 | 0.036
sky130_fd_sc_hd__nor2b_1 | 26 | 0.021
==> layout make-up <==
| cell class | instances | area share |
|---|---|---|
| tap | 330 | 0.04476 |
| sequential | 64 | 0.1389 |
| clock inverter | 5 | 0.008816 |
| inverter | 90 | 0.03662 |
| timing repair buffer | 109 | 0.1172 |
| clock buffer | 10 | 0.02591 |
| multi-input combinational | 833 | 0.6278 |
Power figures rest on the tool's default switching activity, not on a simulated workload.
